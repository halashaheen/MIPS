### ./design.v
`timescale 1ns / 1ps
module RegisterFile(readData1,readData2,readRegister1,readRegister2,writeRegister,writeData,regWrite,clk,tb_add,tb_da);
output reg [31:0]tb_da;
input [4:0]tb_add;
output  [31:0]readData1,readData2;
input [4:0] readRegister1,readRegister2,writeRegister;
input  [31:0]writeData;
input regWrite;
input clk;
reg [31:0]RF[0:31];
assign readData1=RF[readRegister1];
assign readData2=RF[readRegister2];
always @ *
begin
tb_da=RF[tb_add];
end
always@(posedge clk)
begin
if(regWrite)
RF[writeRegister] <= writeData;
end
initial 
begin
RF[0]<=32'b0;
end
endmodule
### ./run.sh
#!/bin/bash
# OpenROAD 26Q1-2900-gdf79404cd8, Yosys 0.63+post, stock flow scripts
make -C /OpenROAD-flow-scripts/flow DESIGN_CONFIG=/design/flow/config.mk WORK_HOME=/design/flow/orfs finish
### ./config.mk
export PLATFORM = sky130hd
export DESIGN_NAME = RegisterFile
export DESIGN_NICKNAME = RegisterFile
export VERILOG_FILES = /design/flow/design.v
export SDC_FILE = /design/flow/constraint.sdc
export NUM_CORES = 4
export LEC_CHECK = 1
export CORE_UTILIZATION = 40
### ./constraint.sdc
current_design RegisterFile

set clk_period 5.9
set clk_io_pct 0.2

create_clock -name clk0 -period $clk_period [get_ports {clk}]

set non_clock_inputs [all_inputs -no_clocks]
set_input_delay [expr $clk_period * $clk_io_pct] -clock clk0 $non_clock_inputs
set_output_delay [expr $clk_period * $clk_io_pct] -clock clk0 [all_outputs]
==> summary.rpt <==
FLOW METRICS REPORT
----------------------------------------------------
[Route]
  Metal1 wirelength ........................ 74.89 mm
  DRC errors left ........................ 0
  Highest Signal Layer ........................ met5
  Number of routed nets with antenna violations ........................ 0
  Detailed-router iteration count before antenna repair ........................ 5
  Iter 0 DRT Violations ........................ 2,979
  Amount of wire on met3 after detailed routing ........................ 29.99 mm
  Met2 WL post-DR ........................ 93.66 mm
  DR vias/cell ........................ 6.239
  Vias ........................ 41.50k
  Detail-routed net length per standard cell ........................ 31.29 um
  Total wire length ........................ 208.1 mm

[Floorplan]
  Fp util ........................ 40.54%
  Number of top-level design ports ........................ 150
  Standard-cell row count ........................ 138
  Die X ........................ 381.7 um
  Die height ........................ 381.7 um
  Area of the chip ........................ 145,700 sq um
  Floorplan Core Area ........................ 142,300 sq um

[Pwr]
  Maximum vdd drop ........................ 0.0003554 V
  Power Dens Cells ........................ 262.1 nW/um^2
  Static power due to leakage ........................ 25.17 nW
  Power consumption ........................ 0.01724 W

[Yosys]
  Sequential cell area fraction in the yosys report ........................ 53.31%
  Number of cells in the yosys synthesis report ........................ 4,544
  Instance tally after logic synthesis ........................ 4,544
  Synthesized registers ........................ 1,024
  Yosys warns ........................ 1
  Netlist Area Pre-Place ........................ 57,680 sq um
  Mapped Avg Cell Area ........................ 12.69 sq um
  Chip area line of the yosys report ........................ 57,680 sq um
  Distinct lib cells used ........................ 24

[Clock network]
  Number of buffers inserted for hold repair after clock tree synthesis ........................ 0
  Total CTS buffers ........................ 109
  Clock slew at reported path FFs ........................ 0.06 ns
  Clock Sinks ........................ 1,024
  Buffer levels on the longest clock path ........................ 3
  CTS Root Cell ........................ clkbuf_16
  Resized Gates After CTS ........................ 0
  TritonCTS clock tree ........................ built
  Number of buffers inserted to repair setup after CTS ........................ 0
  H-tree depth reported by CTS ........................ 3

[GRT]
  Gr ovfl total ........................ 0
  Number of global-route vias before repair ........................ 42.25k
  First-pass GRT wire length ........................ 294.5 mm
  Largest net degree at the start of global routing ........................ 89
  Antenna violations before repair ........................ 10
  GR Util All Layers ........................ 29.87%

[Cells and area]
  Design area ........................ 65,790 sq um
  Most common logic cell in the routed design ........................ mux2i_1
  Post-layout instance count excluding filler cells ........................ 6,651
  Biggest register ........................ RF
  Fraction of layout cells with a size suffix above 1 ........................ 9.630%
  Area Overhead vs Synth ........................ 14.07%
  Flip-flop count of the largest register, all copies and words added ........................ 1,024
  Number of filler cells placed in the layout ........................ 12.36k
  Most frequent cells in the layout ........................ 1,536 x mux2i_1, 1,024 x edfxtp_1, 290 x nand3_1
  Largest regs ........................ RF x1024

[STA]
  Setup TNS ........................ 0 ns
  Endpoints failing hold ........................ 0
  Final critical path time including I/O delays and setup ........................ 5.372 ns
  Total setup violations reported at the end of the flow ........................ 0
  Pin slew with the least headroom to its limit ........................ 0.8600 ns
  Post-layout period usage of the worst path ........................ 91.05%
  Fmax ........................ 0.1862 GHz
  Final max-slew violation count ........................ 0
  Remaining max-slew budget at the tightest pin ........................ 42.67%
  Unrepaired setup endpoints after global routing ........................ no

[Place]
  Number of port buffers ........................ 149
  Final weighted congestion in routability-driven placement ........................ 0.9381
  Total instance count after detailed placement ........................ 6,445
  HPWL after detailed placement ........................ 124.1 mm
  Instance area at placement ........................ 62,300 sq um

[Setup path]
  WP data required ........................ 4.72 ns
  Kind of start point of the critical path ........................ input port
  Endpoint type of the worst setup path ........................ primary output
  Worst EP arrival ........................ 4.19 ns
  Highest net fanout along the worst path ........................ 28
  Type of the worst setup path ........................ input port to primary output

[Min path]
  Worst hold path type ........................ input port to flip-flop
  Worst hold stages ........................ 2

[Job]
  Number of warning messages in the logs ........................ 26
  Max-capacitance violation count ........................ 0

[Status]
  Status ........................ finished clean

----------------------------------------------------
-- power by group --
part / leakage [nW] / switching [W] / internal, W / total, W
Combinational: 14.2 / 0.00139 / 0.000891 / 0.00228
Clock: 1.70 / 0.00293 / 0.00389 / 0.00681
Sequential: 9.22 / 0.0000528 / 0.00810 / 0.00815
-- metal layers --
metal / GRT usage [%] / vias up
met4: 10.13 / 22
met2: 43.89 / 2564
met5: 2.183 / -
met1: 37.49 / 20240
li1: - / 18160
met3: 17.45 / 514
-- path summary, 6_finish.rpt --
kind                               to           from  slack, ns
hold / removal    RF[6][11]$_DFFE_PP_  writeData[11]       1.28
setup / recovery            tb_da[19]      tb_add[0]       0.53
-- Yosys cell counts --
cell / n / area share [%]
clkbuf_1: 106 / 0.69
buf_4: 76 / 0.99
a21oi_1: 288 / 2.5
nand2b_1: 6 / 0.065
edfxtp_1: 1024 / 53
buf_2: 112 / 0.97
a22oi_1: 288 / 3.7
and2b_1: 1 / 0.013
nand3b_1: 5 / 0.065
or3b_2: 3 / 0.046
a22o_1: 192 / 2.9
nor2b_1: 5 / 0.054
buf_1: 19 / 0.12
or3_1: 1 / 0.011
nor2_1: 36 / 0.23
a31oi_1: 96 / 1.0
mux2i_1: 1536 / 27
nor3_1: 96 / 0.83
nand2_1: 292 / 1.9
and2_1: 3 / 0.033
buf_6: 60 / 1.2
clkbuf_4: 6 / 0.078
or2_2: 3 / 0.033
nand3_1: 290 / 2.5
-- final cells by class --
type	count	area [sq um]	area share (%)
diodes	5	12.51	0.01902
clock buffers	132	2878	4.374
clock inverters	69	604.3	0.9186
multi-input cells	3141	24940	37.91
flip-flops and latches	1024	30750	46.74
well taps	1890	2365	3.594
repair buffers	390	4242	6.447
-- worst max-delay path, stage by stage --
cell	delay [ns]
clkdlybuf4s50_1	0.71
and2_4	0.59
buf_4	0.42
a22o_1	0.21
nor3_1	0.06
a31oi_1	0.27
nand3_1	0.18
clkdlybuf4s50_1	0.54
-- metrics by stage --
stage	utilization, %	worst slack [ns]	hold slack (ns)
2_1_floorplan	-	2.286	1.279
3_3_place_gp	43.79	0.5739	2.021
3_5_place_dp	43.79	0.5819	2.018
4_1_cts	46.23	0.5777	1.248
5_1_grt	46.24	0.4866	1.294
6_report	46.24	0.5281	1.283
-- cell families after synthesis --
| group | count (synthesis) | share of synthesized area (%) |
|---|---|---|
| mux | 1536 | 26.66 |
| simple gates | 741 | 5.803 |
| buf+inv | 379 | 4.024 |
| flops | 1024 | 53.31 |
| compound gates | 864 | 10.20 |
No activity file was given, so power comes from the tool's default toggle rates.
