==> /design/flow/design.v <==
`timescale 1ns / 1ps
module Alu32bit (Aluctl, A, B, Aluout,shift_amount, zero);
input[3:0] Aluctl;
input[31:0] A ,B ;
input [4:0] shift_amount;
output reg[31:0] Aluout;
output  zero;
assign zero=(Aluout==0);
always@(Aluctl, A, B,shift_amount)
begin
case(Aluctl)
10: Aluout <= B << shift_amount ; 
0: Aluout <= A & B;  
1: Aluout <= A | B;  
2: Aluout <= A + B;  
6: Aluout <= A +(~B +1);  
7: Aluout <= A < B? 1:0;  
12: Aluout <= ~ (A|B);  
default Aluout <= 0;  
endcase 
end
endmodule
==> /design/flow/run.sh <==
#!/bin/bash
# OpenROAD 26Q1-2900-gdf79404cd8, Yosys 0.63+post, stock flow scripts
make -C /OpenROAD-flow-scripts/flow DESIGN_CONFIG=/design/flow/config.mk WORK_HOME=/design/flow/orfs finish
==> /design/flow/config.mk <==
export PLATFORM = sky130hd
export DESIGN_NAME = Alu32bit
export DESIGN_NICKNAME = Alu32bit
export VERILOG_FILES = /design/flow/design.v
export SDC_FILE = /design/flow/constraint.sdc
export NUM_CORES = 4
export LEC_CHECK = 1
export CORE_UTILIZATION = 30
==> /design/flow/constraint.sdc <==
current_design Alu32bit

set clk_period 21.6
set clk_io_pct 0.2

create_clock -name clk0 -period $clk_period

set non_clock_inputs [all_inputs -no_clocks]
set_input_delay [expr $clk_period * $clk_io_pct] -clock clk0 $non_clock_inputs
set_output_delay [expr $clk_period * $clk_io_pct] -clock clk0 [all_outputs]
==> datasheet_impl.txt <==
Implementation parameters

Parameter                              Value

GRT
  First-pass GRT wire length .................. 52800 µm
  Initial antenna violation count .................. 0
  GRT Util Overall .................. 0.267
  Maximum number of pins on one net before global-route repair .................. 47
  Vias in the first global route .................. between 8000 and 9000
  Congestion Overflow GR .................. 0

Clock tree
  Post-CTS Resized .................. 0
  Hold buffer count at CTS .................. 0
  Post-CTS setup repair buffer count .................. 0

Synthesis
  Synth Seq Share .................. 0
  Leading area contributor after synthesis .................. sky130_fd_sc_hd__ha_1
  Yosys warning count .................. 1
  Cell variety after synth .................. 89
  Instance count of the mapped netlist .................. 1096
  Mean post-synth cell area .................. between 7 and 8 µm²
  Share of Yosys cell area claimed by the top area cell type .................. 0.164
  Chip area from the yosys synthesis statistics .................. a little under 8000 µm²
  Number of cells in Yosys stat .................. 1096
  Top area cell types .................. sky130_fd_sc_hd__ha_1, sky130_fd_sc_hd__mux2i_1, sky130_fd_sc_hd__mux4_2, sky130_fd_sc_hd__a21oi_1, sky130_fd_sc_hd__inv_1
  Area of the mapped netlist .................. 7710 µm²

STA
  Achievable Freq .................. a little over 70 MHz
  Final critical delay including setup and external delays .................. 13.96 ns
  Hold WS .................. about 9.9 ns
  Final count of negative-setup-slack endpoints .................. 0
  Slew headroom .................. 0.326
  Slew @ Worst Pin .................. between 1 and 1.5 ns
  Final Hold Violation Tally .................. 0
  Slew Limit Fails .................. 0
  Aggregate negative setup slack .................. 0 ns
  Unrepaired setup endpoints after global routing .................. no
  Share of the clock period used by the worst path .................. 0.646

Worst setup path
  Cell-by-cell listing of the critical path .................. clkdlybuf4s50_1 > ha_1 > inv_1 > fa_1 > nor3b_1 > o311ai_1 > a211oi_1 > a2111oi_1 > nor4b_1 > or4_1 > nor2_1 > nand4b_1 > nor4_1 > nand4bb_1 > nor4_2 > clkdlybuf4s50_1
  Endpoint type of the worst setup path .................. output pin
  Crit-path max cell delay .................. about 0.79 ns
  Max FO, Critical Path .................. 10
  Critical path startpoint category .................. input pin
  Data required time at the worst endpoint .................. 17.28 ns
  Arrival time worst endpoint .................. 9.64 ns
  Cell with the largest stage delay on the worst path .................. sky130_fd_sc_hd__a2111oi_1
  Largest delay contributor family on the critical path .................. simple AND/OR/NAND/NOR gates
  Critical Setup Path Class .................. in -> out
  Buffer-and-inverter tally for the worst setup path .................. 3
  Cell seen most often among critical-path stages .................. sky130_fd_sc_hd__clkdlybuf4s50_1

Final layout
  Number of clock buffers in the layout .................. 0
  Number of inserted filler cells in the final layout .................. ~2700
  Flip-flop and latch count .................. 0
  Fraction of final layout cells sized beyond drive strength 1 .................. 0.0685
  Tally of non-filler cells in the final layout .................. 1469
  Area growth, synth to finish .................. 16.0%
  Register area .................. 0 µm²

Run
  Number of OpenROAD warnings .................. 101
  Max cap viols .................. 0

Route
  Ratio of routed vias to standard cells .................. around 6.3
  Post-route ant nets .................. 0
  Total wire length .................. ~35000 µm
  Antenna Diode Count .................. 0
  First-pass detailed-route iteration total .................. 7
  Number of remaining DRC errors .................. 0
  First-iteration detailed-routing DRC count .................. around 750
  Via Count .................. 9242
  Routed WL per cell .................. 23.9 µm

Power
  Static leakage .................. 0.00371 µW
  Internal Power .................. 95.3 µW
  Total power divided by cell area .................. 26.7 nW/µm²
  Proportion of power drawn by flip-flops and latches .................. 0
  Switching share of power .................. 0.601
  Power spent charging and discharging nets .................. 143 µW
  Logic pwr share .................. 1.000
  Peak supply drop .................. 0.0264 mV
  Proportion of power drawn by the clock network .................. 0

Place
  Placer's final routability congestion estimate .................. 1.00
  Number of cells in the design after placement .................. 1469
  Count of port buffers added during placement .................. 106
  DPL Wire Length .................. 27800 µm

Status
  Result of the run .................. completed

Min path
  Hold WC Path Type .................. in -> out

Floorplan
  Total core area .................. 25200 µm²
  Die X .................. 162 µm
  Die Ht .................. 162 µm
  Effective utilization at floorplan .................. 0.306
  Top-level port count .................. ~110
  Total die area .................. 26300 µm²
  Cell row count .................. 58
[layer usage]
metal	track usage	routed length [µm]	up-vias
met2	0.411	15600	548
met4	0.0720	1200	0
met1	0.382	15100	4347
met5	0	0	-
li1	-	-	4270
met3	0.0487	3220	77
[Yosys cell counts, types with 9 or more instances]
cell / instances
sky130_fd_sc_hd__ha_1: 101
sky130_fd_sc_hd__inv_1: 98
sky130_fd_sc_hd__nand2_1: 81
sky130_fd_sc_hd__a21oi_1: 76
sky130_fd_sc_hd__nor2_1: 74
sky130_fd_sc_hd__clkbuf_1: 49
sky130_fd_sc_hd__mux2i_1: 49
sky130_fd_sc_hd__a22oi_1: 42
sky130_fd_sc_hd__o21ai_0: 41
sky130_fd_sc_hd__nor3_1: 29
sky130_fd_sc_hd__o22ai_1: 25
sky130_fd_sc_hd__nand3_1: 24
sky130_fd_sc_hd__mux4_2: 21
sky130_fd_sc_hd__nor2b_1: 21
sky130_fd_sc_hd__nor4_1: 21
sky130_fd_sc_hd__a21o_1: 17
sky130_fd_sc_hd__buf_2: 17
sky130_fd_sc_hd__nand4_1: 17
sky130_fd_sc_hd__o211ai_1: 17
sky130_fd_sc_hd__a31oi_1: 15
sky130_fd_sc_hd__o21bai_1: 15
sky130_fd_sc_hd__o221ai_1: 15
sky130_fd_sc_hd__o31ai_1: 15
sky130_fd_sc_hd__mux2_2: 13
sky130_fd_sc_hd__and3_1: 12
sky130_fd_sc_hd__xnor2_1: 11
sky130_fd_sc_hd__a211oi_1: 9
sky130_fd_sc_hd__nand2b_1: 9
[path summary, 6_finish.rpt]
kind	end	slack [ns]	depth (start not counted)	from
setup / recovery	zero	7.64	16	B[0]
hold / removal	Aluout[25]	9.93	6	shift_amount[2]
[placed cells by master (no fill, tap or decap), types with 5 or more instances in the layout]
master and n:
sky130_fd_sc_hd__and2_1 5, sky130_fd_sc_hd__o21ai_0 41, sky130_fd_sc_hd__mux2i_1 49, sky130_fd_sc_hd__buf_4 17, sky130_fd_sc_hd__nor2_1 73, sky130_fd_sc_hd__a221oi_1 7
sky130_fd_sc_hd__o22ai_1 25, sky130_fd_sc_hd__o22a_1 8, sky130_fd_sc_hd__and3_1 12, sky130_fd_sc_hd__nor4_1 21, sky130_fd_sc_hd__nor3_1 28, sky130_fd_sc_hd__nand4_1 17
sky130_fd_sc_hd__a22oi_1 42, sky130_fd_sc_hd__or3_1 5, sky130_fd_sc_hd__mux2_2 13, sky130_fd_sc_hd__inv_1 98, sky130_fd_sc_hd__mux4_2 21, sky130_fd_sc_hd__ha_1 101
sky130_fd_sc_hd__nand2_1 81, sky130_fd_sc_hd__a21o_1 17, sky130_fd_sc_hd__nand3_1 24, sky130_fd_sc_hd__clkdlybuf4s50_1 103, sky130_fd_sc_hd__a211o_1 8, sky130_fd_sc_hd__o211ai_1 17
sky130_fd_sc_hd__a31oi_1 15, sky130_fd_sc_hd__o31ai_1 15, sky130_fd_sc_hd__a211oi_1 9, sky130_fd_sc_hd__nand2b_1 9, sky130_fd_sc_hd__a311o_1 5, sky130_fd_sc_hd__o21bai_1 15
sky130_fd_sc_hd__xnor2_1 11, sky130_fd_sc_hd__a21oi_1 76, sky130_fd_sc_hd__o2bb2ai_1 5, sky130_fd_sc_hd__a221o_1 7, sky130_fd_sc_hd__o221ai_1 15, sky130_fd_sc_hd__nor2b_1 21
[power groups by stage]
stage         sequential, µW  clock [µW]  combinational, µW
finish                     0           0                239
CTS                        0           0                234
global route               0           0                256
[per-stage QoR]
step	area, µm²	power, µW	utilization	setup slack (ns)
after floorplan	7710	144	-	9.90
after global placement	8940	234	0.355	7.77
after detailed placement	8940	232	0.355	7.70
after CTS	8940	234	0.355	7.69
after global routing	8940	256	0.355	7.31
final	8940	239	0.355	7.64
[area by class of cell]
type / instances / area (µm²) / share of cell area
inverter: 100 / 375 / 0.0420
multi-input combinational: 916 / 6980 / 0.781
tap: 330 / 413 / 0.0462
timing repair buffer: 123 / 1170 / 0.131
[cells by family (layout without fill, tap and decap cells)]
logic type / Yosys count / count (layout) / share of synthesized area
and+or+nand+nor: 334 / 334 / 0.224
AOI/OAI and AO/OA: 385 / 385 / 0.354
adders and majority gates: 103 / 103 / 0.169
buffers and inverters: 180 / 223 / 0.0958
muxes: 83 / 83 / 0.144
xor gates and xnor gates: 11 / 11 / 0.0125
Power is estimated from default activity; no workload was simulated.
