File: /design/flow/config.mk
export PLATFORM = sky130hd
export DESIGN_NAME = mux
export DESIGN_NICKNAME = mux
export VERILOG_FILES = /design/flow/design.v
export SDC_FILE = /design/flow/constraint.sdc
export NUM_CORES = 4
export LEC_CHECK = 1
export CORE_AREA = 10 10 71 71
export DIE_AREA = 0 0 81 81
File: /design/flow/constraint.sdc
current_design mux

set clk_period 1.0
set clk_io_pct 0.2

create_clock -name clk0 -period $clk_period

set non_clock_inputs [all_inputs -no_clocks]
set_input_delay [expr $clk_period * $clk_io_pct] -clock clk0 $non_clock_inputs
set_output_delay [expr $clk_period * $clk_io_pct] -clock clk0 [all_outputs]
File: /design/flow/design.v
`timescale 1ns / 1ps
module mux(OUT,A,B,sel);
input [31:0]A;
input [31:0]B;
input sel;
output reg [31:0]OUT;
always@(A,B,sel)
begin
case(sel)
0:OUT<=A;
default:OUT<=B;
endcase
end
endmodule 
File: /design/flow/run.sh
#!/bin/bash
# OpenROAD 26Q1-2900-gdf79404cd8, Yosys 0.63+post, stock flow scripts
make -C /OpenROAD-flow-scripts/flow DESIGN_CONFIG=/design/flow/config.mk WORK_HOME=/design/flow/orfs finish
==> flow_summary.ini <==
; yosys + openroad results
[route]
vias = 715
wl_per_cell_um = 15.39
drtAntennaViolNets = 0
drt_wl_total_um = 2877
num_antenna_cells = 0
viasPerCell = 3.824
drtPass1Iterations = 2
drt-initial-drc-count = 2
drc = 0

[floorplan]
design.core.area_sq_mm = 0.003633
fp_util_pct = 14.98
chipArea_sq_mm = 0.006561
die_h_um = 81
die_w_um = 81
ios = 97
rows = 22

[yosys]
synth_warnings = 1
netlist_area_sq_um = 544.3
yosysTopAreaCell = mux2_4
synth_cell_types = 4
synth.avg_cell_area_sq_um = 15.12
synth_cells = 36
ys_seq_share_pct = 0
ys_cells = 36
yosys_area_sq_um = 544.3
top_area_share_pct = 82.76
area_leaders = mux2_4 (83%), buf_12 (11%), mux2_2 (4.1%)

[global_route]
grt_pass1_wl_um = 4140
grt_max_degree = 11
overflow = 0
grt_usage_pct = 7.789
antenna_found_initial = 0
grt_pass1_vias = 764

[worst_setup_path]
cp_common_cell = buf_12
worstPathMaxFanout = 6
arrival_ns = 0.98
path_buffers = 4
crit_chain = buf_12 -> buf_12 -> buf_12 -> mux2_4 -> buf_6
cp.depth = 5
cpPeakStageDelay_ns = 0.29
crit_required_ns = 0.80
crit_slowest_cell = mux2_4
crit_family = buffers and inverters
crit_type = primary input to primary output
start_kind = primary input
critPathCaptureType = primary output

[status]
violations = setup timing
run_status = complete, but fails checks

[final_timing]
setup_viol = 32
max-slew-margin-rel_pct = 94.20
max_freq_mhz = 848.1
min_period_ns = 1.179
post-route-period-util_pct = 117.9
layout_setup_ws_ns = -0.1791
drv_slew = 0
finalHoldViolCount = 0
tightest_slew_ns = 0.08696
rsz0062_at_grt = true

[run]
max-cap-violations = 0
warnings = 34

[cells_and_area]
final_core_util_pct = 43.77
flops = 0
clkbuf_count = 0
final_layout_size_suffix_gt1_share_pct = 53.96
syn_to_final_growth_pct = 192.2
regArea_sq_um = 0

[place]
numPortBuffers = 97
dp_hpwl_um = 2496
gp_congestion = 0.8322

[hold_path]
min_path_type = primary input to primary output
min_path_cells = 3

[power_and_ir_drop]
ir_worst_vdd_mv = 0.1688
powerDensity_mw_per_mm2 = 392.3
leakagePower_nw = 0.8722
fin_total_pwr_mw = 0.6238
## worst min-delay path, cell delays in order
cell and delay [ns]:
dlymetal6s2s_1 0.08, mux2_4 0.13, buf_2 0.08
## cells in the mapped netlist
| library cell | n |
|---|---|
| mux2_2 | 2 |
| buf_6 | 1 |
| mux2_4 | 30 |
| buf_12 | 3 |
## logic make-up (layout without fill, tap and decap cells)
group / count (synthesis) / count (layout) / share of synthesized area (%)
buf+inv: 4 / 107 / 13.10
mux: 32 / 32 / 86.90
## layout make-up
class	instances	area (sq um)
repair buffers	107	1054
fillers	357	2043
well taps	48	60.06
multi-input cells	32	476.7
## per-stage QoR
step           area (sq um)  hold WS (ns)  worst slack (ns)  cells  TNS, ns
4_1_cts                1538        0.7509           -0.1810    186   -3.621
6_report               1590        0.6905           -0.1791    187   -3.304
2_1_floorplan         544.3        0.4977           0.06690     36        0
3_3_place_gp           1539         1.175           -0.5041    179   -15.61
3_5_place_dp           1539         1.186           -0.5123    179   -15.81
5_1_grt                1590        0.7167           -0.1965    187   -3.864
## layer usage
metal | up-vias | share of wire, % | global-route usage (%)
li1 | 345 | - | -
met1 | 320 | 37 | 9.026
met2 | 50 | 50 | 14.25
met3 | 0 | 12 | 2.784
met4 | 0 | 0 | 0
met5 | - | 0 | 0
## path summary, 6_finish.rpt
| check | from | endpoint |
|---|---|---|
| worst max-delay path | sel | OUT[4] |
| worst min-delay path | B[29] | OUT[29] |
## report_power, final
group          total [mW]  internal (mW)  switching [mW]
sequential              0              0               0
clock                   0              0               0
combinational       0.624          0.487           0.137
## repair_timing
action	4_1_cts	5_1_grt
gates resized	171	10
cloned	2	0
hold buffers	0	0
setup endpoints to repair	32	32
setup buffers	5	1
## cell usage in the layout, fill, tap and decap left out
cell type,instances
clkdlybuf4s50_1,9
mux2_4,31
buf_6,23
dlygate4sd2_1,51
buf_2,13
buf_12,4
buf_4,1
mux2_2,1
dlymetal6s2s_1,4
buf_16,2
